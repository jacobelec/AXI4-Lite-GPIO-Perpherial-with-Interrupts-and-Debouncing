### flow/design.v
module axi_gpio #(
    parameter int N_GPIOS = 32,
    parameter int AXI_ADDR_WIDTH = 12,
    parameter int AXI_DATA_WIDTH = 32
)(
   input aclk,
   input aresetn, 
   input  logic [N_GPIOS-1:0] gpio_in_raw ,
   output logic [N_GPIOS-1:0] gpio_out,
   output logic irq,  
   output logic arready,
   input logic [AXI_ADDR_WIDTH-1:0] araddr,
   input logic arvalid,
   output logic [AXI_DATA_WIDTH-1:0] rdata,
   output logic [1:0] rresp,
   output logic rvalid,
   input logic rready,
   input logic wvalid,
   output logic wready,
   input logic [AXI_DATA_WIDTH-1:0] wdata,
   input logic [AXI_DATA_WIDTH/8-1:0] wstrb,
   input logic bready,
   output logic bvalid,
   output logic [1:0] bresp,
   output logic awready,
   input logic [AXI_ADDR_WIDTH-1:0] awaddr,
   input logic awvalid
);
  localparam logic [31:0] VERSION = 32'h0001_0000;
  localparam int WORD_IDX_W = (AXI_ADDR_WIDTH >= 2) ? (AXI_ADDR_WIDTH-2) : 1;
  localparam logic [WORD_IDX_W-1:0] VERSION_WORD = 'h0B;  
  localparam logic [WORD_IDX_W-1:0] SCRATCH_WORD = 'h0C;  
  localparam logic [WORD_IDX_W-1:0] DIR_WORD       = 'h000;  
  localparam logic [WORD_IDX_W-1:0] OUT_WORD       = 'h001;  
  localparam logic [WORD_IDX_W-1:0] OUT_SET_WORD   = 'h002;  
  localparam logic [WORD_IDX_W-1:0] OUT_CLR_WORD   = 'h003;  
  localparam logic [WORD_IDX_W-1:0] IN_WORD        = 'h004;  
  localparam logic [WORD_IDX_W-1:0] IRQ_MASK_WORD  = 'h005;  
  localparam logic [WORD_IDX_W-1:0] IRQ_STATUS_WORD= 'h006;  
  localparam logic [WORD_IDX_W-1:0] IRQ_CLEAR_WORD = 'h007;  
  localparam logic [WORD_IDX_W-1:0] EDGE_EN_WORD   = 'h008;  
  localparam logic [WORD_IDX_W-1:0] EDGE_POL_WORD  = 'h009;  
  localparam logic [WORD_IDX_W-1:0] LVL_POL_WORD   = 'h00A;  
  localparam logic [WORD_IDX_W-1:0] DEBOUNCE_WORD  = 'h00D;  
  logic [AXI_DATA_WIDTH-1:0] scratch_q;  
  logic [N_GPIOS-1:0] dir_q, out_q;
  logic [N_GPIOS-1:0] in_meta, in_sync;  
  logic [N_GPIOS-1:0] clr_mask, clr_mask_next;
  logic [N_GPIOS-1:0] irq_mask_q, irq_status_q, edge_en_q, edge_pol_q, lvl_pol_q;
  logic [7:0]         debounce_cfg_q;             
  logic [N_GPIOS-1:0] in_db_q, in_db_d;          
  logic [AXI_ADDR_WIDTH-1:0] araddr_q;
  logic [AXI_ADDR_WIDTH-1:0] awaddr_q;
  logic [AXI_DATA_WIDTH-1:0] wdata_q;
  logic [AXI_DATA_WIDTH/8-1:0] wstrb_q;
  logic                  ar_hs;  
  assign ar_hs         = arvalid & arready;
  function automatic logic [AXI_DATA_WIDTH-1:0] apply_wstrb(
    input logic [AXI_DATA_WIDTH-1:0] cur,
    input logic [AXI_DATA_WIDTH-1:0] wdata_i,
    input logic [AXI_DATA_WIDTH/8-1:0] wstrb_i
);
logic [AXI_DATA_WIDTH-1:0] mask;
mask = { {8{wstrb_i[3]}}, {8{wstrb_i[2]}}, {8{wstrb_i[1]}}, {8{wstrb_i[0]}} };
return (cur & ~mask) | (wdata_i & mask);
  endfunction
function automatic [N_GPIOS-1:0] apply_wstrb_to_gpio(
  input [N_GPIOS-1:0]            prev,
  input [AXI_DATA_WIDTH-1:0]     wdata_i,
  input [AXI_DATA_WIDTH/8-1:0]   wstrb_i
);
  automatic logic [AXI_DATA_WIDTH-1:0] prev_ext, nxt_ext;
  prev_ext                 = '0;
  prev_ext[N_GPIOS-1:0]    = prev;
  nxt_ext                  = apply_wstrb(prev_ext, wdata_i, wstrb_i);
  return nxt_ext[N_GPIOS-1:0];
endfunction
function automatic [N_GPIOS-1:0] w1_mask_gpio(
  input [AXI_DATA_WIDTH-1:0]     wdata_i,
  input [AXI_DATA_WIDTH/8-1:0]   wstrb_i
);
  automatic logic [AXI_DATA_WIDTH-1:0] strobe_mask = '0;
  automatic logic [AXI_DATA_WIDTH-1:0] masked;
  for (int b = 0; b < AXI_DATA_WIDTH/8; b++)
    strobe_mask[8*b +: 8] = {8{wstrb_i[b]}};
    masked = wdata_i & strobe_mask;
  return masked[N_GPIOS-1:0];
endfunction
always_ff @(posedge aclk or negedge aresetn) begin
  if (!aresetn) begin
    in_meta <= '0;
    in_sync <= '0;
  end else begin
    in_meta <= gpio_in_raw;  
    in_sync <= in_meta;      
  end
end
logic [7:0] db_cnt   [N_GPIOS];  
always_ff @(posedge aclk or negedge aresetn) begin
  if (!aresetn) begin
    for (int i=0;i<N_GPIOS;i++) begin
      db_cnt[i] <= '0;
    end
    in_db_q <= '0;
  end else begin
    if (debounce_cfg_q == 8'd0) begin
      in_db_q <= in_sync;
      for (int i=0;i<N_GPIOS;i++) db_cnt[i] <= '0;
    end else begin
      for (int i=0;i<N_GPIOS;i++) begin
        if (in_sync[i] == in_db_q[i]) begin
          db_cnt[i] <= '0;  
        end else begin
          db_cnt[i] <= db_cnt[i] + 8'd1;
          if (db_cnt[i] >= debounce_cfg_q) begin
            in_db_q[i] <= in_sync[i];  
            db_cnt[i]  <= '0;
          end
        end
      end
    end
  end
end
always_ff @(posedge aclk or negedge aresetn) begin
  if (!aresetn) in_db_d <= '0;
  else          in_db_d <= in_db_q;
end
wire [N_GPIOS-1:0] rise =  in_db_q & ~in_db_d;
wire [N_GPIOS-1:0] fall = ~in_db_q &  in_db_d;
wire [N_GPIOS-1:0] edge_evt  = (edge_pol_q ? rise : fall) & edge_en_q;
wire [N_GPIOS-1:0] level_evt = (in_db_q    ^ ~lvl_pol_q) & ~edge_en_q;
wire [N_GPIOS-1:0] new_events = edge_evt | level_evt;
always_ff @(posedge aclk or negedge aresetn) begin
  if (!aresetn) begin
    irq_status_q <= '0;
  end else begin
    irq_status_q <= (irq_status_q | new_events) & ~clr_mask;
  end
end
assign irq = |(irq_status_q & irq_mask_q);
    logic aw_hs, w_hs;
    assign aw_hs = awvalid && awready;
    assign w_hs = wvalid && wready;
    always_ff @(posedge aclk or negedge aresetn)begin
        if(!aresetn)begin
            awready <= 1'b1;
            bvalid <= 1'b0;
            bresp <= 2'b00;
            wready <= 1'b1;
            awaddr_q <= '0;
            wdata_q <= '0;
            wstrb_q <= '0;
            scratch_q <= '0;
            irq_mask_q     <= '0;
            edge_en_q      <= '0;             
            edge_pol_q     <= {N_GPIOS{1'b1}};   
            lvl_pol_q      <= {N_GPIOS{1'b1}};   
            debounce_cfg_q <= 8'd0;           
            clr_mask <= '0;
        end else begin
            if(awready && awvalid)begin 
                awready <= 1'b0;     
                awaddr_q <= awaddr;  
            end
            if(wready && wvalid) begin
                wready <= 1'b0;
                wdata_q <= wdata;
                wstrb_q <= wstrb;
            end
            clr_mask_next <= '0;
            if (!bvalid && !awready && !wready)begin  
                unique case (awaddr_q[AXI_ADDR_WIDTH-1:2])
                    DIR_WORD: dir_q <= apply_wstrb_to_gpio(dir_q,wdata_q,wstrb_q);
                    OUT_WORD: out_q <= apply_wstrb_to_gpio(out_q,wdata_q,wstrb_q);
                    OUT_SET_WORD: begin  
                        automatic logic [N_GPIOS-1:0] m = w1_mask_gpio(wdata_q, wstrb_q);
                        out_q <= out_q | m;  
                    end
                    OUT_CLR_WORD: begin  
                        automatic logic [N_GPIOS-1:0] m = w1_mask_gpio(wdata_q, wstrb_q);
                        out_q <= out_q & ~m;
                    end
                    SCRATCH_WORD: scratch_q <= apply_wstrb(scratch_q, wdata_q, wstrb_q);
                    IRQ_MASK_WORD:  irq_mask_q  <= apply_wstrb_to_gpio(irq_mask_q,  wdata_q, wstrb_q);
                    EDGE_EN_WORD:   edge_en_q   <= apply_wstrb_to_gpio(edge_en_q,   wdata_q, wstrb_q);
                    EDGE_POL_WORD:  edge_pol_q  <= apply_wstrb_to_gpio(edge_pol_q,  wdata_q, wstrb_q);
                    LVL_POL_WORD:   lvl_pol_q   <= apply_wstrb_to_gpio(lvl_pol_q,   wdata_q, wstrb_q);
                    IRQ_CLEAR_WORD: begin
                      automatic logic [N_GPIOS-1:0] m = w1_mask_gpio(wdata_q, wstrb_q);
                      clr_mask_next <= m;
                    end
                     DEBOUNCE_WORD: begin
                        if (wstrb_q[0]) debounce_cfg_q <= wdata_q[7:0];
                      end
                    default: ;
                endcase       
                bvalid <= 1'b1;
                bresp <= 2'b00;  
        end
            if(bvalid && bready)begin
                bvalid <= 1'b0;
                awready <= 1'b1;
                wready <= 1'b1;
        end
        end
    end
always_ff @(posedge aclk or negedge aresetn) begin
  if (!aresetn) clr_mask <= '0;
  else          clr_mask <= clr_mask_next;
end
  always_ff @(posedge aclk or negedge aresetn)begin
    if(!aresetn) begin
        arready <= 1'b1;
        rvalid <= 1'b0;
        rdata <= '0;
        rresp <= 2'b00;  
        dir_q <= '0;
        out_q <= '0;
    end
    else begin
        if(arready && arvalid) begin
            araddr_q <= araddr;
            arready <= 1'b0;
            rvalid <= 1'b1;
            unique case (araddr[AXI_ADDR_WIDTH-1:2])
                DIR_WORD:      rdata <= {{(AXI_DATA_WIDTH-N_GPIOS){1'b0}}, dir_q};  
                OUT_WORD:      rdata <= {{(AXI_DATA_WIDTH-N_GPIOS){1'b0}}, out_q};
                OUT_SET_WORD:  rdata <= {{(AXI_DATA_WIDTH-N_GPIOS){1'b0}}, out_q};  
                OUT_CLR_WORD:  rdata <= {{(AXI_DATA_WIDTH-N_GPIOS){1'b0}}, out_q};  
                IN_WORD:         rdata <= {{(AXI_DATA_WIDTH-N_GPIOS){1'b0}}, in_db_q};  
                IRQ_MASK_WORD:   rdata <= {{(AXI_DATA_WIDTH-N_GPIOS){1'b0}}, irq_mask_q};
                IRQ_STATUS_WORD: rdata <= {{(AXI_DATA_WIDTH-N_GPIOS){1'b0}}, irq_status_q};
                EDGE_EN_WORD:    rdata <= {{(AXI_DATA_WIDTH-N_GPIOS){1'b0}}, edge_en_q};
                EDGE_POL_WORD:   rdata <= {{(AXI_DATA_WIDTH-N_GPIOS){1'b0}}, edge_pol_q};
                LVL_POL_WORD:    rdata <= {{(AXI_DATA_WIDTH-N_GPIOS){1'b0}}, lvl_pol_q};
                DEBOUNCE_WORD:   rdata <= {{(AXI_DATA_WIDTH-8){1'b0}}, debounce_cfg_q};
                VERSION_WORD: rdata <= VERSION;  
                SCRATCH_WORD: rdata <= scratch_q;
                default: rdata <='0;
            endcase
            rresp <= 2'b00;
        end
        if(rvalid && rready)begin
            rvalid <= 1'b0;
            arready <= 1'b1;
        end
        end
    end
    assign gpio_out = out_q & dir_q;
endmodule
### flow/run.sh
#!/bin/bash
# OpenROAD 26Q1-2900-gdf79404cd8, Yosys 0.63+post, stock flow scripts
make -C /OpenROAD-flow-scripts/flow DESIGN_CONFIG=/design/flow/config.mk WORK_HOME=/design/flow/orfs finish
### flow/config.mk
export PLATFORM = sky130hd
export DESIGN_NAME = axi_gpio
export DESIGN_NICKNAME = axi_gpio
export VERILOG_FILES = /design/flow/design.v
export SDC_FILE = /design/flow/constraint.sdc
export NUM_CORES = 4
export LEC_CHECK = 1
export CORE_UTILIZATION = 30
export SYNTH_HDL_FRONTEND = slang
### flow/constraint.sdc
current_design axi_gpio

set clk_period 4.5
set clk_io_pct 0.2

create_clock -name clk0 -period $clk_period [get_ports {aclk}]

set non_clock_inputs [all_inputs -no_clocks]
set_input_delay [expr $clk_period * $clk_io_pct] -clock clk0 $non_clock_inputs
set_output_delay [expr $clk_period * $clk_io_pct] -clock clk0 [all_outputs]
==> run summary <==
outcome: completed
signed area change from the synthesized netlist to the final layout: 17.76%
Post-Synthesis Mean Instance Area: 11.41 sq um
layout cell share with drive strength beyond 1: 15.25%
via count: 28.24k
Routed WL: 118200 um
part of the total power dissipated in sequential elements: 46.6%
largest fanout of any net on the critical path: 3
yosys cell count: 3458
biggest area consumer among synthesized cells: sky130_fd_sc_hd__dfrtp_1
number of antenna violations at the first check in global routing: 9
register area share after synthesis: 51.86%
R2R Path Start: bvalid
TritonCTS Buffers: 89
switching share of power: 29.23%
Chip Footprint: 132900 sq um
tally of unique sky130hd cells used after synthesis: 72
ratio of total power to cell area: 395.3 nW/um^2
Avg Vias per Cell: 5.129
share of async-settable or async-resettable flops after synthesis: 87.92%
overflow left after global routing: 0
Post-CTS Resized: 0
Iter 0 DRT Violations: 2008
number of sinks driven by the clock tree: 795
Most used DFF post-synth: sky130_fd_sc_hd__dfrtp_1
# port buffers: 164
Core Footprint: 130000 sq um
final-report hold violation count: 0
achievable clock frequency: 258.3 MHz
length of the first detailed-routing pass in iterations: 6
post-detailed-placement half-perimeter wirelength: 80320 um
EDFF count, synth: 96
Final GP Congestion: 0.9602
Clock Path Buffers: 3
residual DRC count: 0
Site Rows: 132
type of the most critical hold path: in -> async
Lkg Pwr: 19.90 nW
Switching Power: 5.366 mW
time the final worst path needs with I/O delays and setup: 3.872 ns
Synth Cell Area: 39450 sq um
skew final: 0.03212 ns
clock power share: 40.1%
largest voltage drop on the vdd net: 0.2916 mV
CTS Root Cell: sky130_fd_sc_hd__clkbuf_16
Total Routing Usage GR: 18.49%
floorplan utilization: 30.35%
start-to-end type of the worst setup path: reg -> out
Synthesis Warnings: 0
dominant cell by count in the synthesized netlist: sky130_fd_sc_hd__dfrtp_1
synth top area cells: sky130_fd_sc_hd__dfrtp_1, sky130_fd_sc_hd__ha_1, sky130_fd_sc_hd__edfxtp_1
setup repair after global routing missed its margin: no
instance tally after logic synthesis: 3458
final setup violation count: 0
data arrival time of the worst path: 2.97 ns
H-tree lvl count: 3
OpenROAD warning count: 35
share of the clock period used by the worst path after layout: 86.05%
part of the power in combinational logic: 13.3%
Reg clk slew, reported paths: 0.06 ns
hold_buf cts: 0
Max Transition Viols Final: 0
number of global-route vias before repair: 27.78k
TritonCTS clock tree: done
fraction of post-synthesis cell area in the top cell type by area: 40.09%
CP required: 3.60 ns
Worst Setup Start Kind: register
total internal power: 13.00 mW
floorplan die height: 364.6 um
Post-CTS Repair Setup Buffers: 0
Die X-Extent: 364.6 um
clock insertion delay at the later pin of the skew report: 0.67 ns
setup TNS after final layout: 0 ns
yosys-reported design area after synthesis: 39450 sq um
global-route wire length before repair: 177200 um
Fill cells: 12.54k
number of routed nets with antenna violations: 0
count of boundary I/O pins: 173
number of register bits inferred by synthesis: 795
wire length per cell: 21.47 um
fin util: 35.74%
headroom to the max-slew limit: 36.32%
Max-cap violations: 0
top cells by count, synth: sky130_fd_sc_hd__dfrtp_1, sky130_fd_sc_hd__nor2_1, sky130_fd_sc_hd__ha_1
largest net degree at the start of global routing: 104
worst-margin pin slew: 0.9532 ns
category of the worst setup path capture point: output pin
==> logic make-up after synthesis <==
family | after synthesis | share of synthesized area [%]
other | 1 | 0.009506
adders and majority gates | 288 | 9.135
buffers and inverters | 221 | 2.227
muxes | 283 | 8.047
AOI/OAI and AO/OA | 597 | 9.982
xor gates and xnor gates | 242 | 5.373
DFF | 795 | 51.86
and+or+nand+nor | 1031 | 13.37
==> cell usage in the layout, fill, tap and decap left out, types with 91 or more instances in the layout <==
master / instances
sky130_fd_sc_hd__edfxtp_1: 96
sky130_fd_sc_hd__xor2_1: 200
sky130_fd_sc_hd__inv_1: 119
sky130_fd_sc_hd__nand2_1: 122
sky130_fd_sc_hd__clkdlybuf4s50_1: 160
sky130_fd_sc_hd__nand3_1: 164
sky130_fd_sc_hd__clkbuf_16: 91
sky130_fd_sc_hd__ha_1: 288
sky130_fd_sc_hd__o21ai_0: 137
sky130_fd_sc_hd__dfrtp_1: 631
sky130_fd_sc_hd__a21oi_1: 115
sky130_fd_sc_hd__nor2_1: 337
sky130_fd_sc_hd__mux2_2: 249
==> worst max-delay path, cell delays in order (launching register included) <==
cell                              delay [ns]
sky130_fd_sc_hd__dfrtp_1                0.40
sky130_fd_sc_hd__a22o_1                 0.24
sky130_fd_sc_hd__a221oi_1               0.27
sky130_fd_sc_hd__nand3_1                0.20
sky130_fd_sc_hd__or4_1                  0.72
sky130_fd_sc_hd__clkdlybuf4s50_1        0.47
==> power by group through the flow <==
stage | Sequential [mW] | Combinational [mW] | Clock (mW)
6_report | 8.56 | 2.44 | 7.36
5_1_grt | 8.64 | 2.65 | 7.81
4_1_cts | 8.55 | 2.44 | 7.55
==> area by class of cell <==
type                       instances  area [sq um]  area share (%)
antenna                            1         2.502        0.005387
tap                             1742          2180           4.692
sequential                       795         20460           44.04
inverter                         126         473.0           1.018
clock inverter                    43         416.7          0.8969
timing repair buffer             232          2207           4.751
multi-input combinational       2445         18200           39.18
clock buffer                     122          2514           5.411
==> per-layer routing <==
layer  up-vias  part of all wire, %  global-route usage [%]
li1      13099                    -                       -
met1     13845                   42                   25.69
met2      1058                   42                   25.77
met3       226                   12                   9.103
met4        14                  3.6                   5.454
met5         -                 0.20                  0.8715
==> path summary, 6_finish.rpt <==
path | endpoint | slack, ns | cells past startpoint
hold / removal | awaddr_q[8] | 0.24 | 1
max in group asynchronous | asynchronous set/reset pin | 2.83 | 3
setup / recovery | irq | 0.63 | 5
hold reg to reg | clr_mask[13] | 0.33 | 0
setup reg to reg | register | 1.45 | 5
min in group clk0 | clr_mask[13] | 0.33 | 0
==> per-stage QoR <==
stage | setup WS, ns | area, sq um | hold slack [ns] | total power [mW] | instances
after floorplan | 1.615 | 39460 | 0.3306 | 9.735 | 3461
after global placement | 0.8015 | 43520 | 0.3307 | 11.08 | 5340
after detailed placement | 0.8912 | 43520 | 0.3344 | 11.11 | 5340
after CTS | 0.5630 | 46450 | 0.2316 | 18.54 | 5505
after global routing | 0.4918 | 46450 | 0.2666 | 19.09 | 5505
final | 0.6278 | 46450 | 0.2359 | 18.36 | 5506
Power figures rest on the tool's default switching activity, not on a simulated workload.
